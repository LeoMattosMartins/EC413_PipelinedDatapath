==> flow/design.v <==
`timescale 1ns / 1ps
module S1_Register(
        input clk,
        input rst,
        input [31:0] InstrIn,
        output reg [4:0] S1_ReadSelect1,
        output reg [4:0] S1_ReadSelect2,
        output reg [15:0] S1_Immediate,
        output reg S1_DataSource,
        output reg [2:0] S1_ALUop,
        output reg [4:0] S1_WriteSelect,
        output reg S1_WriteEnable    
    );
    always @(posedge clk)
    begin
        if (rst)  
        begin
            S1_ReadSelect1 <= 5'd0;
            S1_ReadSelect2 <= 5'd0;
            S1_Immediate   <= 5'd0;
            S1_DataSource  <= 1'b0;
            S1_ALUop       <= 3'd0;
            S1_WriteSelect <= 5'd0;
            S1_WriteEnable <= 1'b0;
        end
        else
        begin  
            S1_ReadSelect1 <= InstrIn[20:16];
            S1_ReadSelect2 <= InstrIn[15:11];
            S1_Immediate   <= InstrIn[15:0];
            S1_DataSource  <= InstrIn[29];
            S1_ALUop       <= InstrIn[28:26];
            S1_WriteSelect <= InstrIn[25:21];
            S1_WriteEnable <= 1'b1;            
        end
    end
endmodule
`timescale 1ns / 1ps
module S2_Register(
        input clk,
        input rst,
        input [31:0] RF_ReadData1,
        input [31:0] RF_ReadData2,
        input [15:0] S1_Immediate,
        input S1_DataSource,
        input [2:0] S1_ALUop,
        input [4:0] S1_WriteSelect,
        input S1_WriteEnable,
        output reg [31:0] S2_ReadData1,
        output reg [31:0] S2_ReadData2,
        output reg [15:0] S2_Immediate,
        output reg S2_DataSource,
        output reg [2:0] S2_ALUop,
        output reg [4:0] S2_WriteSelect,
        output reg S2_WriteEnable
    );
    always @(posedge clk)
    begin
        if (rst)
        begin   
            S2_ReadData1   <= 31'd0;
            S2_ReadData2   <= 31'd0;
            S2_Immediate   <= 16'd0;
            S2_DataSource  <= 1'b0;
            S2_ALUop       <= 3'd0;
            S2_WriteSelect <= 5'd0;
            S2_WriteEnable <= 5'd0;
        end
        else
        begin    
            S2_ReadData1   <= RF_ReadData1;
            S2_ReadData2   <= RF_ReadData2;
            S2_Immediate   <= S1_Immediate;
            S2_DataSource  <= S1_DataSource;
            S2_ALUop       <= S1_ALUop;
            S2_WriteSelect <= S1_WriteSelect;
            S2_WriteEnable <= S1_WriteEnable;
        end
    end
endmodule
`timescale 1ns / 1ps
module S3_Register(
        input clk,
        input rst,
        input [31:0] ALUout,
        input [4:0] S2_WriteSelect,
        input S2_WriteEnable,
        output reg [31:0] S3_WriteData,
        output reg [4:0] S3_WriteSelect,
        output reg S3_WriteEnable
    );
    always @(posedge clk)
    begin
        if (rst)  
        begin
            S3_WriteData   <= 31'd0;
            S3_WriteSelect <= 5'd0;
            S3_WriteEnable <= 1'b0;
        end
        else
        begin
            S3_WriteData   <= ALUout;
            S3_WriteSelect <= S2_WriteSelect;
            S3_WriteEnable <= S2_WriteEnable;        
        end
    end
endmodule
`timescale 1ns / 1ps
module nbit_ALU # (
  parameter WIDTH = 32  
)(
  input signed [WIDTH-1:0] R2,
  input signed [WIDTH-1:0] R3,
  input [2:0] ALUOp,
  output reg [WIDTH-1:0] R1
);
always @(*)begin
  case(ALUOp)
    3'b000: R1 = R2;
    3'b001: R1 = ~R2;
    3'b010: R1 = R2 + R3;
    3'b011: R1 = R2 - R3;
    3'b100: R1 = R2 | R3;
    3'b101: R1 = R2 & R3;
    3'b110: R1 = R2 > R3; 
  endcase
end
endmodule
`timescale 1ns / 1ps
module pipeline(
        input [31:0] InstrIn,
        input clk,
        input rst,
        output [31:0] out
    );
    wire [4:0] S1_ReadSelect1;
    wire [4:0] S1_ReadSelect2;
    wire [15:0] S1_Immediate;
    wire S1_DataSource;
    wire [2:0] S1_ALUop;
    wire [4:0] S1_WriteSelect;
    wire S1_WriteEnable;
    wire [31:0] RF_ReadData1;
    wire [31:0] RF_ReadData2;
    wire [31:0] S2_ReadData1;    
    wire [31:0] S2_ReadData2;
    wire [15:0] S2_Immediate;
    wire S1_DataSource;
    wire [2:0] S2_ALUop;
    wire [4:0] S2_WriteSelect;
    wire S2_WriteEnable;
    wire [31:0] S3_WriteData;
    wire [4:0] S3_WriteSelect;
    wire S3_WriteEnable;
    wire [31:0] ALUout;
    wire [31:0] R2;
    wire [31:0] R3;
    assign out = S3_WriteData;
    assign R3 = (InstrIn[29]) ? (S2_Immediate) : (S2_ReadData2);  
    S1_Register s1 (.clk(clk),  
                    .rst(rst), 
                    .InstrIn(InstrIn),
                    .S1_ReadSelect1(S1_ReadSelect1),
                    .S1_ReadSelect2(S1_ReadSelect2),
                    .S1_Immediate(S1_Immediate),
                    .S1_DataSource(S1_DataSource),
                    .S1_ALUop(S1_ALUop),
                    .S1_WriteSelect(S1_WriteSelect),
                    .S1_WriteEnable(S1_WriteEnable)
                    );
    register_file rf (.clk(clk),  
                      .S1_ReadSelect1(S1_ReadSelect1),
                      .S1_ReadSelect2(S1_ReadSelect2),
                      .S3_WriteData(S3_WriteData),
                      .S3_WriteSelect(S3_WriteSelect),
                      .S3_WriteEnable(S3_WriteEnable),
                      .RF_ReadData1(RF_ReadData1),
                      .RF_ReadData2(RF_ReadData2)
                      );
    nbit_ALU #(32) alu  (.R2(S2_ReadData1),  
                         .R3(R3),
                         .ALUOp(S2_ALUop),
                         .R1(ALUout)
                         );
    S2_Register s2 (.clk(clk),  
                    .rst(rst), 
                    .RF_ReadData1(RF_ReadData1),
                    .RF_ReadData2(RF_ReadData2),
                    .S1_Immediate(S1_Immediate),
                    .S1_DataSource(S1_DataSource),
                    .S1_ALUop(S1_ALUop),
                    .S1_WriteSelect(S1_WriteSelect),
                    .S1_WriteEnable(S1_WriteEnable),
                    .S2_ReadData1(S2_ReadData1),
                    .S2_ReadData2(S2_ReadData2),
                    .S2_Immediate(S2_Immediate),
                    .S2_DataSource(S2_DataSource),
                    .S2_ALUop(S2_ALUop),
                    .S2_WriteSelect(S2_WriteSelect),
                    .S2_WriteEnable(S2_WriteEnable)
                    );
    S3_Register s3 (.clk(clk),  
                    .rst(rst),
                    .ALUout(ALUout),
                    .S2_WriteSelect(S2_WriteSelect),
                    .S2_WriteEnable(S2_WriteEnable),
                    .S3_WriteData(S3_WriteData),
                    .S3_WriteSelect(S3_WriteSelect),
                    .S3_WriteEnable(S3_WriteEnable)
                    );
endmodule
`timescale 1ns / 1ps
module register_file(
        input clk,
        input [4:0] S1_ReadSelect1,
        input [4:0] S1_ReadSelect2,
        input [31:0] S3_WriteData,
        input [4:0] S3_WriteSelect,
        input S3_WriteEnable,
        output [31:0] RF_ReadData1,
        output [31:0] RF_ReadData2
);
    reg [31:0] register [31:0];
    integer ii;
    initial  
    begin
        for(ii = 0; ii < 32; ii = ii + 1)
        begin
            register[ii] = 0;
        end
    end
    assign RF_ReadData1 = register[S1_ReadSelect1];
    assign RF_ReadData2 = register[S1_ReadSelect2];
    always @(posedge clk)
    begin  
            register[S3_WriteSelect] <= S3_WriteData;
    end
endmodule
==> flow/run.sh <==
#!/bin/bash
# OpenROAD 26Q1-2900-gdf79404cd8, Yosys 0.63+post, stock flow scripts
make -C /OpenROAD-flow-scripts/flow DESIGN_CONFIG=/design/flow/config.mk WORK_HOME=/design/flow/orfs finish
==> flow/config.mk <==
export PLATFORM = sky130hd
export DESIGN_NAME = pipeline
export DESIGN_NICKNAME = pipeline
export VERILOG_FILES = /design/flow/design.v
export SDC_FILE = /design/flow/constraint.sdc
export NUM_CORES = 4
export LEC_CHECK = 1
export CORE_UTILIZATION = 50
==> flow/constraint.sdc <==
current_design pipeline

set clk_period 23.7
set clk_io_pct 0.2

create_clock -name clk0 -period $clk_period [get_ports {clk}]

set non_clock_inputs [all_inputs -no_clocks]
set_input_delay [expr $clk_period * $clk_io_pct] -clock clk0 $non_clock_inputs
set_output_delay [expr $clk_period * $clk_io_pct] -clock clk0 [all_outputs]
==> flow_summary.json <==
{
  "post-place-ws_ns": 16.91,
  "dp_hpwl_mm": 97.85,
  "grt.total_usage_pct": 32.70,
  "numCtsBuffers": 130,
  "clock_latency_ns": 0.76,
  "cts_tree": "done",
  "path_cells": "buf_4, clkdlybuf4s50_1",
  "viasPerCell": 6.553,
  "most_common_cell": "edfxtp_1",
  "synth_area_um2": 56920,
  "postLayoutCoreUtil_pct": 56.87,
  "first_iter_violations": 2118,
  "synth_flops": 1210,
  "warnings": 99,
  "period_needed_ns": 6.738,
  "ys_area_um2": 56920,
  "cap_violations": 0,
  "untimed_endpoints": 32,
  "antenna_left": 0,
  "arrival_ns": 2.00,
  "firstDrtPassIters": 5,
  "path_max_fanout": 33,
  "max_slew_margin_pct": 39.64,
  "htreeDepth": 4,
  "crit_slowest_cell": "clkdlybuf4s50_1",
  "grt_pass1_vias": 36087,
  "dominantRegCellSynth": "edfxtp_1",
  "ys_cells": 3208,
  "initCoreUtil_pct": 50.52,
  "wl_per_cell_um": 33.50,
  "finalCritPeriodShare_pct": 28.43,
  "grt.overflow.total": 0,
  "power.leakage_nw": 20.88,
  "worst_slew_pin_slew_ns": 0.9054,
  "layout-drive-gt1-share_pct": 29.97,
  "postCtsSetupBuffers": 0,
  "crit_family": "buffers and inverters",
  "chipWidth_um": 339.4,
  "dieArea_um2": 115200,
  "slew_violations": 0,
  "powerDensity_nw_per_um2": 75.19,
  "coreArea_um2": 112700,
  "num_rows": 123,
  "synthArstFlopShare_pct": 0,
  "clkTransAtPathRegs_ns": 0.06,
  "ios": 66,
  "root_buffer": "clkbuf_16",
  "grt_pass1_wl_mm": 240.9,
  "clk_path_buf_depth": 3,
  "io_buffers": 63,
  "yosys-top-cells-area": "edfxtp_1 54%, mux4_2 25%, dfxtp_1 5.4%",
  "antenna_found_initial": 2,
  "holdBufCountCts": 0,
  "synth_cells": 3208,
  "top_area_share_pct": 54.03,
  "ir_drop_mv": 0.06336,
  "top_cells_by_count": "1024 x edfxtp_1, 640 x mux4_2, 216 x nor2_1",
  "cp.required_ns": 18.96,
  "yosys_warnings": 6,
  "synth-edff-count": 1024,
  "hp-class": "flip-flop to flip-flop",
  "unclocked_pins": 32,
  "setup_tns_ns": 0,
  "path_class": "flip-flop to output pin",
  "drc_errors": 0,
  "critPathCaptureType": "output pin",
  "critical_path.max_stage_delay_ns": 0.60,
  "ys_types": 69,
  "grt_max_degree": 74,
  "hold_ws_ns": 0.4321,
  "setup_viol": 0,
  "dr_total_vias": 32135,
  "rsz0062_at_grt": "no",
  "hold_viol_final": 0,
  "syn_avg_cell_area_um2": 17.74,
  "status": "finished, final reports clean",
  "n_fill_cell": 8356,
  "yosys.area.top_type": "edfxtp_1",
  "fin_ws_ns": 16.96,
  "place.gp.congestion": 0.9514,
  "crit_buf_inv": 2,
  "post_cts_resized": 0,
  "crit_path_start_kind": "flip-flop",
  "fmax_mhz": 148.4,
  "die_y_um": 339.4,
  "fin_skew_ns": 0.03971,
  "wirelength_mm": 164.3,
  "area_growth_pct": 12.55
}
-- final timing paths --
kind | start | endpoint | slack (ns) | depth (start not counted)
worst max register to register | s1.S1_ReadSelect1[0] | s2.S2_ReadData1[22] | 19.00 | 7
worst min-delay path | s2.S2_WriteSelect[4] | s3.S3_WriteSelect[4] | 0.43 | 1
worst min register to register | s2.S2_WriteSelect[4] | s3.S3_WriteSelect[4] | 0.43 | 1
worst max-delay path | s3.S3_WriteData[30] | out[30] | 16.96 | 2
-- placed cells by master, fill, tap and decap left out, types with 21 or more instances in the layout --
cell type / n
mux2i_1: 85
clkdlybuf4s50_1: 61
nor2_1: 183
inv_1: 92
buf_4: 124
nand3_1: 21
clkbuf_1: 34
nand2b_1: 25
edfxtp_1: 1024
clkbuf_16: 135
dlxtn_1: 32
mux4_2: 640
nand2_1: 60
o21ai_0: 41
nor2b_1: 98
dfxtp_1: 142
nor2_4: 32
o22ai_1: 34
a21oi_1: 97
ha_1: 103
-- per-stage QoR --
stage          total power (W)  cells  area, µm²
3_5_place_dp          0.002830   4665      59750
5_1_grt               0.004975   4903      64060
4_1_cts               0.004851   4903      64060
3_3_place_gp          0.002829   4665      59750
6_report              0.004817   4904      64060
2_1_floorplan         0.002678   3208      56920
-- flip-flops by register name, summed over array words and instances, names as in the netlist, 5 cells and up --
name / flops
alu.R1: 32
s2.S2_ReadData2: 32
s2.S2_Immediate: 16
s3.S3_WriteData: 32
s3.S3_WriteSelect: 5
s2.S2_WriteSelect: 5
rf.register: 1024
s1.S1_WriteSelect: 5
s1.S1_Immediate: 16
s1.S1_ReadSelect1: 5
s2.S2_ReadData1: 32
-- power by group --
| part | switching [W] | internal (W) |
|---|---|---|
| combinational | 0.000275 | 0.000216 |
| sequential | 0.0000334 | 0.00226 |
| clock | 0.000827 | 0.00120 |
| total | 0.00114 | 0.00368 |
-- routing by layer --
| layer | up-vias | GRT usage (%) | routed length (µm) |
|---|---|---|---|
| li1 | 13414 | - | - |
| met3 | 347 | 24.86 | 29940 |
| met2 | 2235 | 44.94 | 75160 |
| met5 | - | 1.675 | 170 |
| met1 | 16131 | 43.95 | 53410 |
| met4 | 8 | 8.249 | 5595 |
-- kinds of logic (layout without fill, tap and decap cells) --
logic type	after synthesis	in the layout	synth area share (%)
muxes	725	725	26.82
buffers and inverters	327	522	2.242
adders and majority gates	105	105	2.335
xor gates and xnor gates	22	22	0.3385
latches	32	32	0.8441
and+or+nand+nor	484	484	4.051
other	0	1	0
DFF	1178	1178	59.44
AOI/OAI and AO/OA	335	335	3.928
-- final cells by class --
class	instances	area, µm²	area share, %
flip-flops and latches	1210	34350	53.62
multi-input cells	1671	21570	33.67
well taps	1500	1877	2.930
repair buffers	189	1598	2.494
inverters	95	356.6	0.5566
clock inverters	60	678.2	1.059
diodes	1	2.502	0.003906
clock buffers	178	3630	5.666
No activity file was given, so power comes from the tool's default toggle rates.

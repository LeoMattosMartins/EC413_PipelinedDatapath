===== design/flow/run.sh =====
#!/bin/bash
# OpenROAD 26Q1-2900-gdf79404cd8, Yosys 0.63+post, stock flow scripts
make -C /OpenROAD-flow-scripts/flow DESIGN_CONFIG=/design/flow/config.mk WORK_HOME=/design/flow/orfs finish

===== design/flow/constraint.sdc =====
current_design nbit_register_file

set clk_period 6.4
set clk_io_pct 0.2

create_clock -name clk0 -period $clk_period [get_ports {clk}]

set non_clock_inputs [all_inputs -no_clocks]
set_input_delay [expr $clk_period * $clk_io_pct] -clock clk0 $non_clock_inputs
set_output_delay [expr $clk_period * $clk_io_pct] -clock clk0 [all_outputs]

===== design/flow/design.v =====
`timescale 1ns / 1ps
module nbit_register_file(
        input clk,
        input regWrite,
        input [4:0] S1_ReadSelect1,
        input [4:0] S1_ReadSelect2,
        input [31:0] S3_WriteData,
        input [4:0] S3_WriteSelect,
        input S3_WriteEnable,
        output [31:0] RF_ReadData1,
        output [31:0] RF_ReadData2
);
    reg [31:0] register_file [31:0];
    integer ii;
    initial 
    begin
        for(ii = 0; ii < 32; ii = ii + 1)
        begin
            register_file[ii] = ii;
        end
    end
    assign RF_ReadData1 = register_file[S1_ReadSelect1];
    assign RF_ReadData2 = register_file[S1_ReadSelect2];
    always @(posedge clk)
    begin
        if( regWrite )
            register_file[S3_WriteSelect] <= S3_WriteData;
    end
endmodule

===== design/flow/config.mk =====
export PLATFORM = sky130hd
export DESIGN_NAME = nbit_register_file
export DESIGN_NICKNAME = nbit_register_file
export VERILOG_FILES = /design/flow/design.v
export SDC_FILE = /design/flow/constraint.sdc
export NUM_CORES = 4
export LEC_CHECK = 1
export CORE_UTILIZATION = 30

==> ci_impl_report.md <==
### Flow metrics

| Metric | Value |
|---|---|
| Min cycle time layout | 5.73 ns |
| Register Area | 0.0307 mm2 |
| Worst setup margin | 0.671 ns |
| CORE AREA | 0.161 mm2 |
| Cell taking the most area after synthesis | sky130_fd_sc_hd__edfxtp_1 |
| Largest driver fanout on the critical path | 20 |
| CTS H-tree depth | 3 |
| Routability congestion estimate from global placement | 0.876 |
| Final Setup Violations | 0 |
| Final cycle utilization of the critical path | 0.895 |
| Critical Path End Type | output pin |
| Count of instantiated cells in the yosys netlist | 3386 |
| Initial Util | 0.303 |
| Post-CTS Setup Repair Bufs | 0 |
| Setup tns final | 0 ns |
| Number of flip-flops in the largest register | 1024 |
| Worst slew margin relative to its limit | 0.359 |
| Half-perimeter wire length of the detailed placement result | 87700 um |
| GRT Overall Usage | 0.196 |
| P per Cell Area | 264 mW/mm2 |
| Top register by number of flip-flops | register_file |
| Placement-stage worst setup slack | 0.771 ns |
| Final Hold Violating Endpoints | 0 |
| Clock tree from TritonCTS | yes |
| Number of top-level pins | 114 |
| Count of unresolved DRC violations after routing | 0 |
| Distinct lib cells | 23 |
| Hold Startpoint | S3_WriteData[18] |
| Ordered cell list for the critical path | clkdlybuf4s50_1 -> nor2b_4 -> buf_12 -> buf_12 -> a22o_1 -> nor3_1 -> a31oi_1 -> nand3_1 -> clkdlybuf4s50_1 |
| Final Hold Slack | 1.39 ns |
| Post-Syn Area | 0.0488 mm2 |
| Run status | complete, no violations |
| Number of DRC markers in iteration 0 | 1967 |
| Post-Synthesis Cells | 3386 |
| Clock slew seen by the registers of the worst setup and hold paths | 0.06 ns |
| Cts bufs inserted | 103 |
| Total number of vias | 31100 |
| Vertical die dimension | 405 um |
| Maximum clock frequency | 175 MHz |
| Data required time of the critical path | 5.12 ns |
| Count of port buffers added during placement | 112 |
| Area share, top type | 0.630 |
| Final count of pins violating max slew | 0 |
| Master cell of the clock root buffer | sky130_fd_sc_hd__clkbuf_16 |
| Post-synth area hogs | sky130_fd_sc_hd__edfxtp_1 63%, sky130_fd_sc_hd__mux2i_1 21%, sky130_fd_sc_hd__a22oi_1 3.0% |
| Routed vias/inst | 5.40 |
| Post-route total power | 14900 uW |
| Routed len/inst | 26.8 um |
| Maximum capacitance violations | 0 |
| Top cell family by delay on the critical path | buffers and inverters |
| Number of buffers on the longest clock path | 3 |
| Largest net degree at the start of global routing | 65 |
| Cell with the biggest individual delay on the critical path | sky130_fd_sc_hd__nor2b_4 |
| Area of the die | 0.164 mm2 |
| Class of the most critical setup path | in2out |
| Number of filler instances in the final layout | 15000 |
| Clock net sink count | 1024 |
| Worst supply voltage drop on vdd | 0.213 mV |
| Number of global-route vias before repair | 32000 |
| Crit path DAT | 4.45 ns |
| Critical path launch point type | input pin |
| Die x size | 405 um |
| First-pass GRT wire length | 219000 um |
| Bufs and invs on worst path | 4 |
| Hold Crit Class | in2reg |
| Share of the core filled with cells | 0.350 |
| Largest registers in the final layout | register_file: 1024 flops |
| Largest stage delay, worst path | 0.80 ns |
| Warning count from the yosys run | 1 |
| Area grow syn2layout | 15.6% |
| Chip Area, Yosys | 0.0488 mm2 |
| Number of routed nets with antenna violations | 0 |
| Mean post-synth cell area | 14.4 um2 |
| Setup repair after global routing missed its margin | no |
| Number of optimization iterations in the first detailed-route pass | 7 |
| Leakage power figure | 0.0204 uW |
| Number of synthesized register bits | 1024 |
| Initial antenna violation count | 12 |
| Worst Tran Pin Value | 0.959 ns |
| Area occupied by multi-input gates | 0.0168 mm2 |
| Start point of the critical path | S1_ReadSelect2[2] |
| Sequential share of the synthesized area | 0.630 |
| Number of cells upsized or downsized after cts | 0 |
| Share of layout cells above drive strength 1 | 0.0993 |
| Detailed Route WL | 154000 um |
| Tool warning count | 27 |
| Grt ovf | 0 |
| # rows | 147 |
| Count of hold buffers inserted by post-cts repair | 0 |
-- path summary, 6_finish.rpt --
check                         endpoint  slack, ns  depth (start not counted)
max                   RF_ReadData2[12]       0.67                          9
min    register_file[26][18]$_DFFE_PP_       1.39                          2
-- per-layer routing --
metal | global-route usage | routed length, um | vias up
li1 | - | - | 13700
met3 | 0.111 | 20500 | 303
met5 | 0.00387 | 144 | -
met4 | 0.0628 | 5920 | 18
met1 | 0.234 | 55300 | 15400
met2 | 0.302 | 72100 | 1659
-- layout by cell type (no fill, tap or decap), types with 3 or more instances in the layout --
cell / instances
sky130_fd_sc_hd__mux2i_1: 1024
sky130_fd_sc_hd__edfxtp_1: 1024
sky130_fd_sc_hd__nand3_1: 194
sky130_fd_sc_hd__nand2_1: 193
sky130_fd_sc_hd__a22oi_1: 192
sky130_fd_sc_hd__a21oi_1: 192
sky130_fd_sc_hd__a22o_1: 128
sky130_fd_sc_hd__buf_4: 120
sky130_fd_sc_hd__clkdlybuf4s50_1: 110
sky130_fd_sc_hd__clkbuf_16: 104
sky130_fd_sc_hd__nor3_1: 64
sky130_fd_sc_hd__a31oi_1: 64
sky130_fd_sc_hd__buf_12: 40
sky130_fd_sc_hd__nor2_4: 34
sky130_fd_sc_hd__clkinv_1: 29
sky130_fd_sc_hd__clkinv_2: 18
sky130_fd_sc_hd__clkbuf_1: 17
sky130_fd_sc_hd__bufinv_16: 8
sky130_fd_sc_hd__nand3b_1: 5
sky130_fd_sc_hd__nor2b_4: 4
sky130_fd_sc_hd__nand2b_2: 4
sky130_fd_sc_hd__clkinv_4: 4
sky130_fd_sc_hd__clkinvlp_4: 4
sky130_fd_sc_hd__diode_2: 3
sky130_fd_sc_hd__or3b_2: 3
sky130_fd_sc_hd__inv_16: 3
-- synthesized netlist by cell type --
library cell and n:
sky130_fd_sc_hd__a22oi_1 192, sky130_fd_sc_hd__a31oi_1 64, sky130_fd_sc_hd__a21oi_1 192, sky130_fd_sc_hd__or2_2 2
sky130_fd_sc_hd__nand2_1 195, sky130_fd_sc_hd__nor3_1 64, sky130_fd_sc_hd__buf_1 1, sky130_fd_sc_hd__buf_4 47
sky130_fd_sc_hd__or3b_2 3, sky130_fd_sc_hd__nand3_1 194, sky130_fd_sc_hd__and2_1 2, sky130_fd_sc_hd__a22o_1 128
sky130_fd_sc_hd__edfxtp_1 1024, sky130_fd_sc_hd__buf_2 70, sky130_fd_sc_hd__nand2b_1 4, sky130_fd_sc_hd__or3_1 1
sky130_fd_sc_hd__nor2_1 35, sky130_fd_sc_hd__nor2b_1 4, sky130_fd_sc_hd__clkbuf_1 86, sky130_fd_sc_hd__buf_6 45
sky130_fd_sc_hd__nand3b_1 5, sky130_fd_sc_hd__mux2i_1 1024, sky130_fd_sc_hd__clkbuf_4 4
-- power by group --
part           internal (uW)  total [uW]  leakage [uW]  switching, uW
sequential              7460        7490       0.00922           31.4
combinational            549        1420       0.00953            876
clock                   3320        5950       0.00161           2630
-- layout make-up --
class | count | area share
diodes | 3 | 0.000133
clock buffers | 121 | 0.0473
repair buffers | 272 | 0.0502
well taps | 2160 | 0.0479
multi-input cells | 2109 | 0.298
clock inverters | 69 | 0.0114
flip-flops and latches | 1024 | 0.545
-- cells by family (layout without fill, tap and decap cells) --
kind of cell / count (synthesis) / in the layout / synth area share
mux: 1024 / 1024 / 0.210
flops: 1024 / 1024 / 0.630
compound gates: 576 / 576 / 0.0804
simple gates: 509 / 509 / 0.0471
buf+inv: 253 / 462 / 0.0321
other cells: 0 / 3 / 0
-- metrics by stage --
stage | instance area, um2 | instances
floorplan | 48800 | 3386
detailed placement | 53100 | 5565
global placement | 53100 | 5565
global route | 56400 | 5755
CTS | 56400 | 5755
finish | 56400 | 5758
No activity file was given, so power comes from the tool's default toggle rates.
